--- design/flow/run.sh ---
#!/bin/bash
# OpenROAD 26Q1-2900-gdf79404cd8, Yosys 0.63+post, stock flow scripts
make -C /OpenROAD-flow-scripts/flow DESIGN_CONFIG=/design/flow/config.mk WORK_HOME=/design/flow/orfs finish
--- design/flow/config.mk ---
export PLATFORM = sky130hd
export DESIGN_NAME = nback_top
export DESIGN_NICKNAME = nback_top
export VERILOG_FILES = /design/flow/design.v
export SDC_FILE = /design/flow/constraint.sdc
export NUM_CORES = 4
export LEC_CHECK = 1
export CORE_UTILIZATION = 40
--- design/flow/constraint.sdc ---
current_design nback_top

set clk_period 3.8
set clk_io_pct 0.2

create_clock -name clk0 -period $clk_period [get_ports {clk_50_mhz_i}]

set non_clock_inputs [all_inputs -no_clocks]
set_input_delay [expr $clk_period * $clk_io_pct] -clock clk0 $non_clock_inputs
set_output_delay [expr $clk_period * $clk_io_pct] -clock clk0 [all_outputs]
--- design/flow/design.v ---
module debouncer #(
  parameter DB_CNT_W = 20
)(
  input  logic clk_i,
  input  logic s_rst_i,
  input  logic pin_i,
  output logic pin_state_o
);
logic [2:0] pin_d;
always_ff @( posedge clk_i )
  begin
    pin_d[0] <= pin_i;
    pin_d[1] <= pin_d[0];
    pin_d[2] <= pin_d[1];
  end
logic [DB_CNT_W-1:0] db_counter;
logic                pin_differ;
logic                db_counter_max;
assign db_counter_max = ( &db_counter );
assign pin_differ = pin_d[2] ^ pin_d[1];
always_ff @( posedge clk_i )
  if( s_rst_i )
    db_counter <= '0;
  else
    begin
      if( db_counter_max || pin_differ )
        db_counter <= '0;
      else
        db_counter <= db_counter + (DB_CNT_W)'(1);
    end
always_ff @( posedge clk_i )
  if( s_rst_i )
    pin_state_o <= 1'b0;
  else
    if( db_counter_max )
      pin_state_o <= pin_d[2];
endmodule
module led_driver #(
  parameter SYMBOL_W = 8,
  parameter LEDS_CNT = 8
)(
  input  logic                clk_i,
  input  logic                s_rst_i,
  input  logic [SYMBOL_W-1:0] current_symbol_i,
  input  logic                user_in_game_i,
  input  logic                user_win_nlost_i,
  output logic [LEDS_CNT-1:0] leds_o
);
localparam WIN_LOOSE_PAUSE   = 6250000;
localparam WIN_LOOSE_PAUSE_W = $clog2(WIN_LOOSE_PAUSE);
logic [LEDS_CNT-1:0]          leds;
logic [WIN_LOOSE_PAUSE_W-1:0] win_cnt_period;
logic [WIN_LOOSE_PAUSE_W-1:0] loose_cnt_period;
logic [LEDS_CNT-1:0] win_cnt;
logic [LEDS_CNT-1:0] loose_cnt;
always_ff @( posedge clk_i )
  begin
    if( s_rst_i )
      begin
        win_cnt_period   <= '0;
        loose_cnt_period <= '0;
      end
    else
      if( win_cnt_period == ( WIN_LOOSE_PAUSE - 1 ) )
        begin
          win_cnt_period   <= '0;
          loose_cnt_period <= '0;
        end
      else
        begin
          win_cnt_period   <= win_cnt_period   + (WIN_LOOSE_PAUSE_W)'(1);
          loose_cnt_period <= loose_cnt_period + (WIN_LOOSE_PAUSE_W)'(1);
        end
  end
always_ff @( posedge clk_i )
  begin
    if( s_rst_i )
      win_cnt <= (LEDS_CNT)'(1);
    if( win_cnt_period == ( WIN_LOOSE_PAUSE - 1 ) )
      begin
        if( win_cnt[LEDS_CNT-1] )
          begin
            win_cnt[0]            <= 1'b1;
            win_cnt[LEDS_CNT-1:1] <= '0;
          end
        else
          begin
            win_cnt[0] <= 1'b0;
            win_cnt[LEDS_CNT-1:1] <= win_cnt[LEDS_CNT-2:0];
          end
      end
  end
always_ff @( posedge clk_i )
  begin
    if( s_rst_i )
      loose_cnt <= '1;
    if( win_cnt_period == ( WIN_LOOSE_PAUSE - 1 ) )
      begin
        loose_cnt <= ~loose_cnt;
      end
  end
always_comb
  case( { user_in_game_i, user_win_nlost_i } )
    2'b11,
    2'b10:
      begin
        leds = current_symbol_i;
      end
    2'b01:
      begin
        leds = win_cnt;
      end
    2'b00:
      begin
        leds = loose_cnt;
      end
    default:
      begin
        leds = '0;
      end
  endcase
always_ff @( posedge clk_i )
  if( s_rst_i )
    leds_o <= '0;
  else
    leds_o <= leds;
endmodule
module lfsr_9bit(
  input  logic clk_i,
  input  logic s_rst_i,
  input  logic ack_i,
  output logic prbs_o
);
parameter WIDTH = 9;
parameter TAP1  = WIDTH-1;
parameter TAP2  = 4;
logic [WIDTH-1:0] prbs_state;
always_ff @( posedge clk_i )
  if( s_rst_i )
    prbs_state <= (WIDTH)'(1);
  else
    begin
      if( ack_i )
        begin
          prbs_state[0]         <= prbs_state[TAP1] ^ prbs_state[TAP2];
          prbs_state[WIDTH-1:1] <= prbs_state[WIDTH-2:0];
        end
    end
assign prbs_o = prbs_state[0];
endmodule
module nback_logic #(
  parameter N                        = 3,
  parameter SYMBOL_W                 = 7,
  parameter SYMBOL_DURATION_HW_TICKS = 3000,
  parameter PAUSE_DURATINON_HW_TICKS = 500
)(
  input  logic                clk_i,
  input  logic                s_rst_i,
  input  logic                answer_stb_i,
  input  logic                prbs_i,
  output logic                prbs_ack_o,
  output logic [SYMBOL_W-1:0] current_symbol_o,
  output logic                user_in_game_o,
  output logic                user_win_nlost_o
);
localparam PAUSE_CNT_W  = $clog2(PAUSE_DURATINON_HW_TICKS);
localparam SYMBOL_CNT_W = $clog2( SYMBOL_W );
localparam SYMBOL_DUR_W = $clog2(SYMBOL_DURATION_HW_TICKS);
logic [PAUSE_CNT_W-1:0]   pause_cnt;
logic                     pause_done;
logic [SYMBOL_W-1:0]      collected_symbol;
logic [SYMBOL_CNT_W-1:0]  symbol_cnt;
logic                     symbol_collected;
logic [SYMBOL_W-1:0]      next_symbol;
logic [N:0][SYMBOL_W-1:0] symbols_queue;
logic [$clog2(N):0]       symbols_queue_size;
logic [SYMBOL_DUR_W-1:0]  symbol_pause_cnt;
logic                     symbol_pause_done;
enum logic [2:0] {
  IDLE_S,
  PAUSE_S,
  COLLECT_PRBS_S,
  REPLACE_SYMBOL_S,
  SHIFT_SYMBOL_QUEUE_S,
  SHOW_SYNBOL_S,
  WIN_S,
  LOOSE_S
} state, next_state;
always_ff @( posedge clk_i )
  if( s_rst_i )
    state <= IDLE_S;
  else
    state <= next_state;
always_comb
  begin
    next_state = state;
    case( state )
      IDLE_S:
        begin
          if( answer_stb_i )
            next_state = PAUSE_S;
        end
      PAUSE_S:
        begin
          if( pause_done )
            next_state = COLLECT_PRBS_S;
        end
      COLLECT_PRBS_S:
        begin
          if( symbol_collected )
            next_state = REPLACE_SYMBOL_S;
        end
      REPLACE_SYMBOL_S:
        begin
          next_state = SHIFT_SYMBOL_QUEUE_S;
        end
      SHIFT_SYMBOL_QUEUE_S:
        begin
          next_state = SHOW_SYNBOL_S;
        end
      SHOW_SYNBOL_S:
        begin
          if( answer_stb_i )
            begin
              if( ( symbols_queue[0] == symbols_queue[N] ) &&
                  ( symbols_queue_size == N              ) )
                next_state = WIN_S;
              else
                next_state = LOOSE_S;
            end
          if( symbol_pause_done )
            begin
              if( ( symbols_queue[0] == symbols_queue[N] ) &&
                  ( symbols_queue_size == N              ) )
                next_state = LOOSE_S;
              else
                next_state = PAUSE_S;
            end
        end
      WIN_S,
      LOOSE_S:
        begin
          if( symbol_pause_done )
            next_state = IDLE_S;
        end
      default:
        begin
          next_state = IDLE_S;
        end
    endcase
  end
always_ff @( posedge clk_i )
  if( state == PAUSE_S )
    pause_cnt <= pause_cnt + (PAUSE_CNT_W)'(1);
  else
    pause_cnt <= '0;
assign pause_done = ( pause_cnt == ( PAUSE_DURATINON_HW_TICKS - 1 ) );
always_ff @( posedge clk_i )
  if( state == COLLECT_PRBS_S )
    begin
      collected_symbol[0]            <= prbs_i;
      collected_symbol[SYMBOL_W-1:1] <= collected_symbol[SYMBOL_W-2:0];
    end
assign prbs_ack_o = (state == COLLECT_PRBS_S);
always_ff @( posedge clk_i )
  if( state == COLLECT_PRBS_S )
    symbol_cnt <= symbol_cnt + (SYMBOL_CNT_W)'(1);
  else
    symbol_cnt <= '0;
assign symbol_collected = ( symbol_cnt == ( SYMBOL_W - 1 ) );
always_ff @( posedge clk_i )
  if( state == REPLACE_SYMBOL_S )
    begin
      if( ( symbols_queue_size == N ) && ( collected_symbol[1:0] == 2'b00 ) )
        next_symbol <= symbols_queue[N-1];
      else
        next_symbol <= collected_symbol;
    end
always_ff @( posedge clk_i )
  if( s_rst_i )
    symbols_queue_size <= '0;
  else
    if( state == IDLE_S )
      symbols_queue_size <= '0;
    else
      if( state == SHIFT_SYMBOL_QUEUE_S )
        if( symbols_queue_size != N )
          symbols_queue_size <= symbols_queue_size + ($clog2(N))'(1);
always_ff @( posedge clk_i )
  if( state == SHIFT_SYMBOL_QUEUE_S )
    begin
      symbols_queue[0]   <= next_symbol;
      symbols_queue[N:1] <= symbols_queue[N-1:0];
    end
always_ff @( posedge clk_i )
  if( state != next_state )
    symbol_pause_cnt <= '0;
  else
    begin
      if( ( state == SHOW_SYNBOL_S ) ||
          ( state == WIN_S         ) ||
          ( state == LOOSE_S       ) )
          symbol_pause_cnt <= symbol_pause_cnt + (SYMBOL_DUR_W)'(1);
    end
assign symbol_pause_done = ( symbol_pause_cnt == SYMBOL_DURATION_HW_TICKS - 1 );
always_comb
  begin
    current_symbol_o = '0;
    user_in_game_o   = 1'b0;
    user_win_nlost_o = 1'b0;
    case( state )
      IDLE_S:
        begin
          user_in_game_o   = 1'b0;
          user_win_nlost_o = 1'b0;
         end
      PAUSE_S,
      COLLECT_PRBS_S,
      REPLACE_SYMBOL_S,
      SHIFT_SYMBOL_QUEUE_S:
        begin
          user_in_game_o   = 1'b1;
          current_symbol_o = '0;
        end
      SHOW_SYNBOL_S:
        begin
          user_in_game_o   = 1'b1;
          current_symbol_o = symbols_queue[0];
        end
      WIN_S:
        begin
          user_in_game_o   = 1'b0;
          user_win_nlost_o = 1'b1;
        end
      LOOSE_S:
        begin
          user_in_game_o   = 1'b0;
          user_win_nlost_o = 1'b0;
        end
      default:
        begin
          current_symbol_o = '0;
          user_in_game_o   = 1'b0;
          user_win_nlost_o = 1'b0;
        end
    endcase
  end
endmodule
module nback_top (
  input  logic       clk_50_mhz_i,
  input  logic       key_0_i,
  input  logic       key_1_i,
  output logic [7:0] leds_o
);
logic [1:0] pin_1_d;
logic       s_rst;
logic       user_answer;
logic       user_answer_stb;
logic      key_0_inv;
logic      key_1_inv;
assign key_0_inv = !key_0_i;
assign key_1_inv = !key_1_i;
always_ff @( posedge clk_50_mhz_i )
  begin
    pin_1_d[0] <= key_1_inv;
    pin_1_d[1] <= pin_1_d[0];
  end
assign s_rst = pin_1_d[1];
debouncer #(
  .DB_CNT_W      ( 10              )
) db_inst (
  .clk_i         ( clk_50_mhz_i    ),
  .s_rst_i       ( s_rst           ),
  .pin_i         ( key_0_inv       ),
  .pin_state_o   ( user_answer     )
);
posedge_detector pd_inst(
  .clk_i         ( clk_50_mhz_i    ),
  .d_i           ( user_answer     ),
  .posedge_stb_o ( user_answer_stb )
);
logic prbs_ack;
logic prbs;
logic [7:0] current_symbol;
logic       user_in_game;
logic       user_win_nlost;
nback_logic #(
  .N                        ( 3              ),
  .SYMBOL_W                 ( 8              ),
  .SYMBOL_DURATION_HW_TICKS ( 200000000      ),  
  .PAUSE_DURATINON_HW_TICKS ( 200000000      )   
) nback_inst (
  .clk_i                    ( clk_50_mhz_i   ),
  .s_rst_i                  ( s_rst          ),
  .answer_stb_i             ( user_answer    ),
  .prbs_i                   ( prbs           ),
  .prbs_ack_o               ( prbs_ack       ),
  .current_symbol_o         ( current_symbol ),
  .user_in_game_o           ( user_in_game   ),
  .user_win_nlost_o         ( user_win_nlost )
);
lfsr_9bit prbs_inst(
 .clk_i   ( clk_50_mhz_i ),
 .s_rst_i ( s_rst        ),
 .ack_i   ( prbs_ack     ),
 .prbs_o  ( prbs         )
);
led_driver #(
  .SYMBOL_W         ( 8              ),
  .LEDS_CNT         ( 8              )
) leds_inst (
  .clk_i            ( clk_50_mhz_i   ),
  .s_rst_i          ( s_rst          ),
  .current_symbol_i ( current_symbol ),
  .user_in_game_i   ( user_in_game   ),
  .user_win_nlost_i ( user_win_nlost ),
  .leds_o           ( leds_o         )
);
endmodule
module posedge_detector (
  input  clk_i,
  input  d_i,
  output posedge_stb_o
);
logic d_delay;
always_ff @( posedge clk_i )
  d_delay <= d_i;
assign posedge_stb_o = d_i && !d_delay;
endmodule
==> flow_metrics.env <==
# yosys + openroad results
export IMPL_run_status="complete, no violations"
export IMPL_final_util_pct=45.6
export IMPL_cts_sinks=185
export IMPL_gp_congestion=0.860
export IMPL_wl_mm=13.7
export IMPL_grt_antenna_before_repair=0
export IMPL_crit_type="flip-flop to flip-flop"
export IMPL_numPortBuffers=10
export IMPL_final_hold_viol_count=0
export IMPL_num_antenna_cells=0
export IMPL_grt_max_degree=40
export IMPL_rsz0062_at_grt="no"
export IMPL_cts_tree="done"
export IMPL_hold_path_depth=0
export IMPL_fmax_mhz=371
export IMPL_synth_top_cell_by_area="dfxtp_1"
export IMPL_drcViolationCount=0
export IMPL_tool_warnings=25
export IMPL_syn_area_mm2=0.00759
export IMPL_cp_max_fo=28
export IMPL_place_ws_ns=1.14
export IMPL_synth_seq_share_pct=57.2
export IMPL_min_path_type="flip-flop to flip-flop"
export IMPL_first_pass_iters=7
export IMPL_finalSetupTns_ns=0
export IMPL_crit_path_start="nback_inst.symbol_pause_cnt[22]"
export IMPL_fin_skew_ns=0.0217
export IMPL_drv_cap=0
export IMPL_common_cells="dfxtp_1, nor2_1, nand2_1, edfxtp_1, xnor2_1"
export IMPL_fp_util_pct=40.7
export IMPL_die_height_um=140
export IMPL_top_cell_area_share_pct=31.9
export IMPL_syn2layout_area_growth_pct=11.9
export IMPL_top_cell="dfxtp_1"
export IMPL_hpwl_mm=8.88
export IMPL_wl_per_cell_um=13.8
export IMPL_tightest_slew_ns=0.803
export IMPL_ff_type="dfxtp_1"
export IMPL_die_area_mm2=0.0195
export IMPL_timing_slew_headroom_pct=46.4
export IMPL_async_flop_share_pct=0
export IMPL_grt_total_usage_pct=15.3
export IMPL_vias=5073
export IMPL_finalCriticalPeriod_ns=2.69
export IMPL_grt_pass1_vias=4862
export IMPL_coreArea_mm2=0.0186
export IMPL_synth_yosys_warnings=6
export IMPL_drt_iter0_markers=326
export IMPL_edf_count=64
export IMPL_cts_buffers=17
export IMPL_startpoint_type="flip-flop"
export IMPL_syn_inst=734
export IMPL_top_cells_by_area="dfxtp_1, edfxtp_1, xnor2_1"
export IMPL_maxSlewViolCount=0
export IMPL_grt_pass1_wl_mm=23.4
export IMPL_required_ns=4.07
export IMPL_timing_rr_start="nback_inst.symbol_pause_cnt[22]"
export IMPL_min_from="pin_1_d[0]"
export IMPL_path_clk_slew_ns=0.07
export IMPL_die_w_um=140
export IMPL_grt_overflow_total=0
export IMPL_place_inst=959
export IMPL_fp_row_count=50
export IMPL_drive_above_1_share_pct=7.53
export IMPL_num_io_pins=11
export IMPL_endpoint_kind="flip-flop"
export IMPL_htreeDepth=4
export IMPL_ys_ff=185
export IMPL_yosys_stat_cells=734
export IMPL_cts_root_buf="clkbuf_16"
export IMPL_antenna_left=0
export IMPL_setup_viol=0
export IMPL_ys_types=50
export IMPL_cts_setup_buffers=0
export IMPL_r2r_cells=6
export IMPL_fin_crit_sh_pct=70.9
export IMPL_ys_area_mm2=0.00759
export IMPL_worstPathArrival_ns=2.96
export IMPL_setup_ws_ns=1.11
export IMPL_ir_worst_vdd_v=0.000359
export IMPL_clock_latency_ns=0.43
export IMPL_ctsResizeCount=0
export IMPL_drt_vias_per_instance=5.12
export IMPL_hold_buffers=0
export IMPL_regToRegSetupSlack_ns=1.11
export IMPL_p_per_area_mw_per_mm2=468
export IMPL_finalNonFillerCells=991
export IMPL_cts_buffer_depth=2
export IMPL_syn_area_per_cell_um2=10.3
export IMPL_p_leak_nw=2.76
## kinds of logic after synthesis
family                     count (synthesis)  synth area share (%)
and+or+nand+nor                          340                  22.1
DFF                                      185                  57.2
xor gates and xnor gates                  91                  10.5
buffers and inverters                     49                  2.80
AOI/OAI and AO/OA                         46                  4.04
muxes                                     15                  2.08
adders and majority gates                  8                  1.32
## critical path: stages (launching register included)
cell and delay (ns):
dfxtp_1 0.37, nor4bb_1 0.47, nand4_1 0.27, or2_1 0.34, o221a_2 0.32, o21ai_4 0.63
a2111oi_0 0.15
## layout by cell type, fill, tap and decap left out, drive strengths merged, types with 14 or more instances in the layout
| cell type | n |
|---|---|
| nand3 | 37 |
| xor2 | 40 |
| edfxtp | 64 |
| nand2 | 81 |
| xnor2 | 51 |
| clkbuf | 18 |
| a21oi | 14 |
| inv | 29 |
| dfxtp | 121 |
| nor4 | 43 |
| and3 | 15 |
| nor3 | 19 |
| nor2 | 97 |
## area by class of cell
type	count	area, um^2
Fill cell	1631	10100
Inverter	22	82.6
Tap cell	234	293
Timing Repair Buffer	18	160
Clock buffer	18	429
Multi-Input combinational cell	500	3040
Sequential cell	185	4340
Clock inverter	14	153
## routing by layer
metal  vias up  part of all wire (%)  global-route usage [%]  wire [um]
li1       2588                     -                       -          -
met1      2378                    48                    23.7       6610
met2       103                    46                    22.8       6250
met3         4                   5.8                    4.87        791
met4         0                  0.40                    1.33         55
met5         -                     0                       0          0
## sequential cells by signal, indices dropped and copies added (netlist names), 8 cells and up
name                         count
leds_inst.win_cnt_period        23
db_inst.db_counter              10
nback_inst.symbol_pause_cnt     28
nback_inst.pause_cnt            28
nback_inst.symbols_queue        32
nback_inst.collected_symbol      8
prbs_inst.prbs_state             9
leds_inst.win_cnt                8
leds_inst.leds_o                 8
nback_inst.next_symbol           8
leds_inst.loose_cnt              8
## worst paths after layout
kind | to
setup / recovery | nback_inst.symbol_pause_cnt[1]
setup reg to reg | nback_inst.symbol_pause_cnt[1]
hold reg to reg | pin_1_d[1]
hold / removal | pin_1_d[1]
## power breakdown
group / internal (mW) / leakage (nW) / switching [mW]
Sequential: 2.08 / 1.55 / 0.0306
Clock: 0.934 / 0.280 / 0.793
Combinational: 0.0533 / 0.930 / 0.0810
## stage by stage
step | total power [mW] | cell area [um^2] | hold slack, ns
after global routing | 4.12 | 8500 | 0.345
after floorplan | 2.24 | 7590 | 0.310
final | 3.97 | 8500 | 0.333
after detailed placement | 2.29 | 7920 | 0.319
after global placement | 2.29 | 7920 | 0.315
after CTS | 4.02 | 8500 | 0.335
Power is estimated from default activity; no workload was simulated.
