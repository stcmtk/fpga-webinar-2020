==> design/flow/run.sh <==
#!/bin/bash
# OpenROAD 26Q1-2900-gdf79404cd8, Yosys 0.63+post, stock flow scripts
make -C /OpenROAD-flow-scripts/flow DESIGN_CONFIG=/design/flow/config.mk WORK_HOME=/design/flow/orfs finish
==> design/flow/config.mk <==
export PLATFORM = sky130hd
export DESIGN_NAME = memory_top
export DESIGN_NICKNAME = memory_top
export VERILOG_FILES = /design/flow/design.v
export SDC_FILE = /design/flow/constraint.sdc
export NUM_CORES = 4
export LEC_CHECK = 1
export CORE_UTILIZATION = 40
==> design/flow/constraint.sdc <==
current_design memory_top

set clk_period 5.8
set clk_io_pct 0.2

create_clock -name clk0 -period $clk_period [get_ports {clk_i}]

set non_clock_inputs [all_inputs -no_clocks]
set_input_delay [expr $clk_period * $clk_io_pct] -clock clk0 $non_clock_inputs
set_output_delay [expr $clk_period * $clk_io_pct] -clock clk0 [all_outputs]
==> design/flow/design.v <==
module memory #(
  parameter ADDR_W = 5,
  parameter DATA_W = 10
)(
  input logic               clk_i,
  input logic [DATA_W-1:0]  d_i,
  input logic [ADDR_W-1:0]  write_address_i,
  input logic [ADDR_W-1:0]  read_address_i,
  input logic               we_i,
  output logic [DATA_W-1:0] q_o
);
logic [DATA_W-1:0] mem [2**ADDR_W-1:0];
always_ff @( posedge clk_i )
  begin
    if( we_i )
      mem[write_address_i] <= d_i;
    q_o <= mem[read_address_i];
 end
endmodule
module memory_top(
  input logic        clk_i,
  input logic [9:0]  d_i,
  input logic [4:0]  write_address_i,
  input logic [4:0]  read_address_i,
  input logic        we_i,
  output logic [9:0] q_o
);
logic [9:0]  d;
logic [4:0]  write_address;
logic [4:0]  read_address;
logic        we;
logic [9:0]  q;
always_ff @( posedge clk_i )
  begin
    d             <= d_i;
    write_address <= write_address_i;
    read_address  <= read_address_i;
    we            <= we_i;
  end
memory #(
  .ADDR_W          ( 5             ),
  .DATA_W          ( 10            )
) mem_ins (
  .clk_i           ( clk_i         ),
  .d_i             ( d             ),
  .write_address_i ( write_address ),
  .read_address_i  ( read_address  ),
  .we_i            ( we            ),
  .q_o             ( q             )
);
always_ff @( posedge clk_i )
  q_o <= q;
endmodule
==> results.yml <==
# physical design summary
outcome:
  status: "complete, no violations"
setup_path:
  reg2reg_from: "read_address[1]$_DFF_P_"
  cp-startpoint: "read_address[1]$_DFF_P_"
  critPathMaxStageDelay_ps: 720
  cp.arrival_ps: 3000
  critPathLaunchType: "flip-flop"
  path_cells: "buf_12, mux2i_1, a22o_1, nor3_1, a31oi_1, nand3_1"
  worst-path-buf-inv: 1
  cp_max_fo: 90
  critPathTopFamily: "flip-flops"
  cp_slowest_cell: "dfxtp_4"
  criticalPathCategory: "reg2reg"
  cp-end-kind: "flip-flop"
  worstPathRequired_ps: 6170
die:
  placementRows: 67
  chipArea_um2: 34800
  core_area_um2: 33500
  ios: 32
  die_h_um: 186
  fp-utilization: 0.406
  die_w_um: 186
yosys:
  ys.flop_type: "edfxtp_1"
  synth_warnings: 2
  yosys_cells: 764
  synthArstFlopShare: 0
  postSynthAreaPerCell_um2: 17.8
  syn_inst: 764
  synth_cell_types: 28
  netlist_area_um2: 13600
  ys_seq_share: 0.766
  ys_chip_area_um2: 13600
  ys_seq_elements: 361
  edf_count: 320
drt:
  drt-total-wl_um: 29200
  num_vias: 6832
  met1Wirelength_um: 11100
  avgViaCountPerCell: 5.17
  routed-wl-met2_um: 14100
  highest_layer: "met4"
  antenna_cells: 0
  ant_nets: 0
  met3_length_um: 3390
  wl_per_cell_um: 22.1
  drc: 0
  initialDrtViolationCount: 504
  first_pass_iters: 5
sta:
  finalCritPeriodShare: 0.453
  tightest_slew_ps: 704
  whs_ps: 351
  fin_tns_setup_ps: 0
  rsz0062_at_grt: "false"
  slew_viol_final: 0
  skew_ps: 21.1
  setup_slack_ps: 3170
  hold_viol_final: 0
  finalCriticalPeriod_ps: 2630
  finalSetupViolations: 0
  slew-limit-headroom: 0.531
  max_freq_mhz: 381
final_layout:
  final_cells: 1321
  finish.utilization: 0.471
  post_route_cells_drive_above_1_share: 0.135
  design_area_um2: 15800
  syn_to_final_growth_pct: 15.9
global_routing:
  grt_antenna_before_repair: 0
  grt_remaining_overflow: 0
  grt_pass1_vias: 6979
  grt_use_total: 0.184
  grt_pass1_wl_um: 43200
  grt_start_max_net_pins: 91
clock_network:
  cts_setup_buffers: 0
  cts.htree.levels: 2
  clock-sinks: 361
  clk_pin_slew_worst_paths_ps: 60
  cts-buffers-inserted: 39
  hold_buffers: 0
  clock_path_buffers: 3
  cts_tree: "yes"
  clk_latency_ps: 530
  ctsResizeCount: 0
  cts-root-buf: "clkbuf_16"
place:
  portBuffers: 31
  hpwl_um: 16800
  postPlaceCellArea_um2: 14500
  gp_congestion: 0.855
  place_ws_ps: 3190
  post-place-cells: 1250
power:
  powerDensity_nw_per_um2: 353
  total_power_mw: 5.57
  ir_drop_v: 0.000199
  cellLeakagePower_nw: 5.54
min_path:
  hold_start: "mem_ins.q_o[9]$_DFF_P_"
  min_path_type: "reg2reg"
flow_run:
  log.warning_count: 25
  cap_violations: 0
-- routing by layer --
layer / GRT usage / vias up
met4: 0.0350 / 0
li1: - / 3180
met5: 0 / -
met3: 0.0908 / 47
met2: 0.284 / 273
met1: 0.254 / 3332
-- synth_stat cells, types with 2 or more instances --
library cell    n  area [um^2]
nor3_2          9         90.1
a22o_1         20          175
a21oi_1        20          100
nand3_1        22          110
buf_6           7         78.8
clkbuf_1        7         26.3
buf_12          7          140
nand4_1        10         62.6
nand3b_1        5         37.5
nor2_1         34          128
nand2b_1        2         12.5
buf_1           2         7.51
mux2i_1       160         1600
buf_2          13         65.1
a31oi_1        10         62.6
nor2b_1         2         12.5
or3b_2          2         17.5
a22oi_1        40          300
nand2_1        21         78.8
dfxtp_1        41          821
buf_4           4         30.0
edfxtp_1      320         9610
-- cells by family after synthesis --
kind of cell,Yosys count,synth area share
buf+inv,41,0.0267
simple gates,112,0.0427
mux,160,0.118
compound gates,90,0.0469
flops,361,0.766
-- worst register-to-register path: stages, from the launching register on --
cell and delay (ps):
dfxtp_4 720, buf_12 540, mux2i_1 370, a22o_1 200, nor3_1 80, a31oi_1 430
nand3_1 140
-- area by class of cell --
| class | instances | area (um^2) |
|---|---|---|
| Clock buffer | 45 | 1020 |
| Clock inverter | 26 | 238 |
| Fill cell | 2830 | 17800 |
| Multi-Input combinational cell | 362 | 2840 |
| Sequential cell | 361 | 10400 |
| Tap cell | 448 | 561 |
| Timing Repair Buffer | 79 | 683 |
-- final timing paths --
check | to | slack [ps] | cells past startpoint
worst max register to register | mem_ins.q_o[9]$_DFF_P_ | 3170 | 6
worst min-delay path | q_o[9]$_DFF_P_ | 350 | 0
worst min register to register | q_o[9]$_DFF_P_ | 350 | 0
worst max-delay path | mem_ins.q_o[9]$_DFF_P_ | 3170 | 6
-- sequential cells by signal, indices dropped and copies added, names as in the netlist --
| signal | flops |
|---|---|
| mem_ins.q_o | 10 |
| mem_ins.mem | 320 |
| q_o | 10 |
| we | 1 |
| write_address | 5 |
| read_address | 5 |
| d | 10 |
-- where the power goes --
group	internal, mW	switching [mW]	leakage (nW)	total [mW]
sequential	2.88	0.0308	3.23	2.91
clock	1.44	0.955	0.617	2.40
combinational	0.104	0.161	1.70	0.265
total	4.43	1.15	5.54	5.57
-- cell usage in the layout (no fill, tap or decap), types with 4 or more instances in the layout --
master / count
a21oi_1: 20
a22o_1: 20
a22oi_1: 40
a31oi_1: 10
buf_4: 47
bufinv_16: 4
clkbuf_1: 5
clkbuf_16: 40
clkdlybuf4s50_1: 31
clkinv_1: 12
clkinv_2: 6
dfxtp_1: 40
edfxtp_1: 320
mux2i_1: 160
nand2_1: 21
nand3_1: 22
nand3b_1: 5
nand4_1: 10
nor2_1: 33
nor3_2: 9
No activity file was given, so power comes from the tool's default toggle rates.
