==> flow/design.v <==
module demux #(
  parameter OUT_CNT = 2,
  parameter DATA_W  = 7
)(
  input  logic [DATA_W-1:0]              data_i,
  input  logic [$clog2(OUT_CNT)-1:0]     sel_i,
  output logic [OUT_CNT-1:0][DATA_W-1:0] demuxed_out_o
);
always_comb
  begin
    demuxed_out_o = '0;
    demuxed_out_o[ sel_i ] = data_i;
  end
endmodule
module demux_top(
  input  logic       clk_i,
  input  logic       sel_i,
  input  logic [7:0] data_in_i,
  output logic [7:0] data_0_o,
  output logic [7:0] data_1_o
);
logic [7:0]      data_in;
logic            sel_in;
logic [1:0][7:0] data_out;
always_ff @( posedge clk_i )
  begin
    data_in <= data_in_i;
    sel_in  <= sel_i;
  end
demux #(
  .OUT_CNT       ( 2          ),
  .DATA_W        ( 8          )
) mux_ins (
  .data_i        ( data_in    ),
  .sel_i         ( sel_in     ),
  .demuxed_out_o ( data_out   )
);
always_ff @( posedge clk_i )
  begin
    data_0_o <= data_out[0];
    data_1_o <= data_out[1];
  end
endmodule
==> flow/run.sh <==
#!/bin/bash
# OpenROAD 26Q1-2900-gdf79404cd8, Yosys 0.63+post, stock flow scripts
make -C /OpenROAD-flow-scripts/flow DESIGN_CONFIG=/design/flow/config.mk WORK_HOME=/design/flow/orfs finish
==> flow/config.mk <==
export PLATFORM = sky130hd
export DESIGN_NAME = demux_top
export DESIGN_NICKNAME = demux_top
export VERILOG_FILES = /design/flow/design.v
export SDC_FILE = /design/flow/constraint.sdc
export NUM_CORES = 4
export LEC_CHECK = 1
export CORE_AREA = 10 10 71 71
export DIE_AREA = 0 0 81 81
==> flow/constraint.sdc <==
current_design demux_top

set clk_period 1.4
set clk_io_pct 0.2

create_clock -name clk0 -period $clk_period [get_ports {clk_i}]

set non_clock_inputs [all_inputs -no_clocks]
set_input_delay [expr $clk_period * $clk_io_pct] -clock clk0 $non_clock_inputs
set_output_delay [expr $clk_period * $clk_io_pct] -clock clk0 [all_outputs]
==> datasheet_impl.txt <==
Physical design parameters

Parameter                              Value

Power and ir drop
  Switching part of the total power    17.67%
  Maximum resistive drop on vdd    0.6304 mV
  Logic gate share of total power    6.6%
  Total leakage power    0.3832 nW
  Flop pwr share    61.4%
  Proportion of power drawn by the clock network    32.0%
  Pwr per Cell Area    1290 nW/um2
  Sw power    0.2196 mW
  Pint    1.023 mW

Run status
  Run status    completed

Synth
  Post-synthesis share of cell area spent on and-or and or-and gates    0%
  Number of distinct library cells after synthesis    5
  Mux cell area share    0%
  Syn avg cell area    14.75 um2
  Syn. warnings    2
  Seq/Total Area, Yosys    80.81%
  Simple-gate share of the synthesized area    17.37%
  Yosys synthesis chip area    619.3 um2
  Summed instance area of the synthesized netlist    619.3 um2
  Largest logic family    simple AND/OR/NAND/NOR gates
  Instance count of the mapped netlist    42
  Adder-cell share of the synthesized area    0%
  Cell count listed in synth_stat.txt    42
  Register bit total from synthesis    25
  Yosys xor share    0%

Final layout
  Area of the multi-input gates    107.6 um2
  Final design instance area without fill    963.4 um2
  Filler cell count in the final layout    388
  Fraction of final layout cells with drive strength greater than 1    4.286%
  Layout area overhead    55.56%
  Non-filler instance count after layout    118
  Area occupied by registers    500.5 um2

Drt
  Number of vias in the routed layout    349
  Drc violations    0
  Detailed-route vias per instance    2.958
  Routed length per placed instance    8.669 um
  Routed WL    1023 um
  Post-detailed-route count of antenna-violating nets    0
  Initial detailed-routing violation count    8
  Diode count    0
  Drt pass-1 iters    2

Worst setup path
  Type of the worst setup path    reg -> out
  Number of gates on the worst path with buffers counted    1
  Reg2reg setup slack    0.50 ns
  Worst R2R Path Depth    1
  Capturing element type of the critical path    output port
  Destination of the worst register-to-register timing path    data_0_o[5]
  Worst EP arrival    1.04 ns
  Critical path fanouts, max    1
  Crit-path leading delay family    buffers and inverters
  CP startpoint kind    register
  Source of the worst register-to-register timing path    sel_in
  Max incr delay on CP    0.48 ns
  Buffer-and-inverter tally for the worst setup path    1
  Standard cell with the maximum stage delay on the critical path    sky130_fd_sc_hd__clkdlybuf4s50_1
  Ordered list of cells on the worst path    clkdlybuf4s50_1
  Required time at the worst-slack endpoint    1.12 ns

Die
  Total I/O pin count    26
  Core utilization before placement    17.05%
  Die height    81 um
  Die x size    81 um
  Floorplan die area    6561 um2
  Placeable core region    3633 um2
  Number of placement rows    22

Final timing
  Final tally of max-slew violations    0
  Min Clock Period, post-route    1.324 ns
  Final Hold Fails    0
  Setup-violating endpoint count in the final report    0
  Clock Skew    0.001342 ns
  Setup TNS    0 ns
  Worst slew margin relative to its limit    73.64%
  Upper clock frequency limit    755.5 MHz
  Setup repair after global routing missed its margin    no
  Min Hold Slack    0.4488 ns
  Worst-Margin Slew    0.3949 ns
  Final worst path period share    94.54%

Hold path
  Launch point of the worst hold path    data_in[7]
  Cell depth of the worst min-delay path    1
  End point of the worst hold path    data_1_o[7]
  HP Class    reg -> reg

Clock network
  Number of levels in the clock H-tree    1
  Cell at the root of the clock tree    sky130_fd_sc_hd__clkbuf_8
  Post-cts sizing count    0
  Total of hold buffers inserted after clock tree synthesis    0
  Clock tree sinks    25
  Number of buffers created by CTS    3
  Clk pin slew, worst setup/hold paths    0.08 ns
  Later-pin clock latency in the skew report    0.26 ns
  CTS tree    built
  Setup fix buffers added after clock tree synthesis    0
  Maximum clock path buffer count    2

Placed design
  Count of buffers inserted at the top-level ports    25
  Area post-placement    918.4 um2
  Number of cells after detailed placement    114
  Final RePlAce weighted congestion    0.6398

Global routing
  Pin count of the biggest net entering global routing    17
  Number of antenna violations at the first check in global routing    0
  First-pass GRT wire length    1531 um
  Via count of the first global-routing pass    326
  GR Overflow Total    0
  GR Util All Layers    3.151%

Flow run
  Max-capacitance violation count    0
  Number of warnings in the stage logs    25
[through the flow]
step	utilization, %	power (mW)	setup WS, ns
floorplan	-	0.7900	0.6983
global placement	25.28	0.8638	0.3604
detailed placement	25.28	0.8657	0.3558
CTS	26.52	1.263	0.06146
global route	26.52	1.319	0.01983
finish	26.52	1.243	0.07644
[power by group through the flow]
stage         Combinational [mW]  Clock [mW]  Sequential [mW]
CTS                       0.0848       0.414            0.764
finish                    0.0823       0.397            0.763
global route              0.0892       0.462            0.768
[layout make-up]
cell class              count  share of cell area, %
flip-flops and latches     25                  51.95
repair buffers             25                  25.97
multi-input cells          16                  11.17
well taps                  48                  6.234
clock buffers               4                  4.675
[synthesized netlist by cell type]
cell type / instances / share of area, %
sky130_fd_sc_hd__dfxtp_1: 25 / 81
sky130_fd_sc_hd__and2_1: 8 / 8.1
sky130_fd_sc_hd__nor2b_1: 2 / 2.0
sky130_fd_sc_hd__buf_6: 1 / 1.8
sky130_fd_sc_hd__and2b_1: 6 / 7.3
[state kept, by name, summed over array words and instances (netlist names)]
| register | flops |
|---|---|
| data_0_o | 8 |
| data_1_o | 8 |
| sel_in | 1 |
| data_in | 8 |
[cells in the final DEF, fill, tap and decap left out]
master	instances
sky130_fd_sc_hd__clkbuf_8	3
sky130_fd_sc_hd__clkbuf_1	1
sky130_fd_sc_hd__and2_1	8
sky130_fd_sc_hd__nor2b_1	2
sky130_fd_sc_hd__clkdlybuf4s50_1	25
sky130_fd_sc_hd__and2b_1	6
sky130_fd_sc_hd__dfxtp_1	25
[routing by layer]
| metal | share of wire, % | GRT usage [%] | routed length, um |
|---|---|---|---|
| met4 | 0.59 | 0.3460 | 6 |
| met1 | 28 | 2.407 | 289 |
| met5 | 0 | 0 | 0 |
| met3 | 17 | 2.784 | 175 |
| met2 | 54 | 5.892 | 552 |
[how the worst max path moves through the flow]
stage / from / to / slack [ns]
final: data_1_o[7] / data_1_o[7] / 0.08
after global routing: data_0_o[1] / data_0_o[1] / 0.02
after CTS: data_0_o[6] / data_0_o[6] / 0.06
[cells by family (layout without fill, tap and decap cells)]
| kind of cell | Yosys count | count (layout) |
|---|---|---|
| simple gates | 16 | 16 |
| flops | 25 | 25 |
| buf+inv | 1 | 29 |
Power and IR drop assume default switching activity.
